==> flow/design.v <==
`timescale 1ns / 1ps
module clkdivide(
    input clk,
    input reset,
    output clk_out
    );
    reg[20:0] COUNT;
    assign clk_out=COUNT[20];
    always @(posedge clk)
    begin
    if (reset)
        COUNT =0;
    else
        COUNT = COUNT +1;
    end
endmodule
==> flow/run.sh <==
#!/bin/bash
# OpenROAD 26Q1-2900-gdf79404cd8, Yosys 0.63+post, stock flow scripts
make -C /OpenROAD-flow-scripts/flow DESIGN_CONFIG=/design/flow/config.mk WORK_HOME=/design/flow/orfs finish
==> flow/config.mk <==
export PLATFORM = sky130hd
export DESIGN_NAME = clkdivide
export DESIGN_NICKNAME = clkdivide
export VERILOG_FILES = /design/flow/design.v
export SDC_FILE = /design/flow/constraint.sdc
export NUM_CORES = 4
export LEC_CHECK = 1
export CORE_AREA = 10 10 97 97
export DIE_AREA = 0 0 107 107
==> flow/constraint.sdc <==
current_design clkdivide

set clk_period 3.5
set clk_io_pct 0.2

create_clock -name clk0 -period $clk_period [get_ports {clk}]

set non_clock_inputs [all_inputs -no_clocks]
set_input_delay [expr $clk_period * $clk_io_pct] -clock clk0 $non_clock_inputs
set_output_delay [expr $clk_period * $clk_io_pct] -clock clk0 [all_outputs]
==> out/metrics.csv <==
stage,metric,value,unit
grt,gr ovfl total,0,
detailed_routing,ANT cells,0,
final_layout,synth-to-layout area growth,19.2,%
cts,total clock sinks,21,
worst_setup_path,reg2reg path depth,4,
detailed_routing,DRC Markers,0,
placed_design,hpwl dp,1.12,mm
worst_setup_path,"Req. time, crit path",3680,ps
final_timing,Clock Skew,1.20,ps
final_timing,Slew @ Worst Pin,736,ps
floorplanning,Die Ht,107,µm
final_timing,fin crit share,55.3,%
cts,maximum clock insertion buffer count,2,
power,Pwr Density,374,nW/µm²
cts,post_cts resized,0,
worst_setup_path,Worst path depth,4,
worst_setup_path,CP startpoint,COUNT[6],
floorplanning,total die area,11400,µm²
final_timing,min cycle time layout,1930,ps
grt,vias in the first global route,638,
floorplanning,FP Util,12.7,%
worst_setup_path,CP startpoint kind,flop,
yosys,Cell Type Count,21,
final_layout,Top cell excl fill/tap,dfxtp_1,
floorplanning,core area,7290,µm²
final_timing,Fin. Hold Viols,0,
power,maximum VDD drop,0.253,mV
yosys,Yosys warning count,1,
worst_setup_path,Worst EP arrival,2110,ps
detailed_routing,Iteration-0 DRC Markers,36,
min_path,worst min path class,flop to flop,
yosys,"Chip Area, Yosys",926,µm²
worst_setup_path,critical path's top delay family,simple AND/OR/NAND/NOR gates,
worst_setup_path,critical-path cell list,nand4_1 > or4_4 > or3_1 > a21oi_1,
worst_setup_path,CP Class,flop to flop,
power,leak pwr,0.310,nW
detailed_routing,total number of vias,702,
detailed_routing,DR pass1 iterations,4,
grt,first-pass GRT wire length,2.85,mm
placed_design,port bufs,2,
detailed_routing,routed len/inst,7.72,µm
final_timing,max-slew violation count,0,
placed_design,routability congestion estimate,0.737,
final_timing,RSZ-0062 raised after global routing,false,
yosys,Synth Instances,105,
cts,clk slew on worst S/H paths,70,ps
final_layout,Fillers,851,
flow_run,stage-log warning count,25,
cts,H-Tree Depth,1,
floorplanning,num ports,3,
power,Power Total,0.000413,W
final_timing,"Setup violations, final",0,
worst_setup_path,worst r2r dst,COUNT[19],
grt,total track usage,2.86,%
final_timing,Slew headroom,50.8,%
yosys,Syn Area/Cell,8.82,µm²
detailed_routing,Antenna Nets Post-Route,0,
cts,clk latency of the worst-skew pair,260,ps
status,status,completed,
cts,root buf cell,clkbuf_8,
final_timing,setup TNS,0,ps
yosys,Synth Seq Share,45.4,%
yosys,Synth Register Bits,21,
yosys,ys cells,105,
detailed_routing,post-DR vias/cell,3.39,
floorplanning,Rows,31,
floorplanning,chip width,107,µm
grt,largest net degree at the start of global routing,22,
worst_setup_path,Worst path max stage delay,640,ps
cts,setup bufs post-CTS,0,
worst_setup_path,crit-path max FO,7,
detailed_routing,Total Wirelength,1.60,mm
final_layout,share of layout cells above drive strength 1,6.48,%
flow_run,maxcap violations,0,
cts,Num CTS Buffers,3,
final_layout,most frequent cells in the layout,"dfxtp_1 (21), nor2_1 (15), xnor2_1 (9)",
cts,CTS Hold Buffers Added,0,
worst_setup_path,WP buf/inv,0,
cts,CTS tree,done,
worst_setup_path,CP endpoint kind,flop,
yosys,Post-Syn Area,926,µm²
worst_setup_path,RR Startpoint,COUNT[6],
final_layout,max reg flops,21,
worst_setup_path,FF-to-FF setup slack,1570,ps
grt,antenna violations before repair,0,
final_timing,fmax,517,MHz
worst_setup_path,Critical-path top delay cell,or4_4,
worst_setup_path,crit path to,COUNT[19],
-- cells in the mapped netlist --
master | instances | share of area, %
nor2_1 | 15 | 6.1
nor4_1 | 5 | 3.4
nand3_1 | 8 | 4.3
a21oi_1 | 6 | 3.2
xor2_1 | 4 | 3.8
nor3_1 | 2 | 1.1
nand4_4 | 1 | 2.3
or3_1 | 4 | 2.7
and4_2 | 1 | 1.1
nand4b_1 | 2 | 1.9
nor2b_1 | 1 | 0.68
clkbuf_1 | 3 | 1.2
or4_4 | 2 | 2.4
dfxtp_1 | 21 | 45
o21ai_0 | 6 | 3.2
inv_1 | 2 | 0.81
nand2_1 | 6 | 2.4
and3_1 | 1 | 0.68
xnor2_1 | 9 | 8.5
nand4_1 | 5 | 3.4
ha_1 | 1 | 1.4
-- worst min path at each step --
stage                 cells past startpoint  slack [ps]  startpoint        end
after CTS                                 2         500   COUNT[19]  COUNT[19]
after global routing                      2         520   COUNT[19]  COUNT[19]
final                                     2         490   COUNT[20]  COUNT[20]
-- power by group --
part,leakage [nW],internal (W),total [W],switching (W)
registers,0.170,0.000242,0.000246,0.00000469
clock network,0.0228,0.0000810,0.000155,0.0000741
logic,0.118,0.00000404,0.0000114,0.00000735
-- metrics by stage --
| step | cells | util [%] | cell area (µm²) | hold slack (ps) | setup slack (ps) |
|---|---|---|---|---|---|
| 6_report | 207 | 15.1 | 1100 | 494 | 1570 |
| 5_1_grt | 207 | 15.1 | 1100 | 515 | 1390 |
| 4_1_cts | 207 | 15.1 | 1100 | 498 | 1560 |
| 3_5_place_dp | 203 | 14.5 | 1060 | 487 | 1570 |
| 3_3_place_gp | 203 | 14.5 | 1060 | 471 | 1570 |
| 2_1_floorplan | 105 | - | 926 | 445 | 1700 |
-- kinds of logic (layout without fill, tap and decap cells) --
| kind of cell | count (synthesis) | in the layout | share of synthesized area, % |
|---|---|---|---|
| buf+inv | 5 | 8 | 2.03 |
| fa+ha+maj | 1 | 1 | 1.35 |
| xor+xnor | 13 | 13 | 12.3 |
| compound gates | 12 | 12 | 6.49 |
| flops | 21 | 21 | 45.4 |
| simple gates | 53 | 53 | 32.4 |
-- worst min-delay path: stages, from the launching register on --
cell and delay (ps):
dfxtp_1 320, o21ai_0 70, a21oi_1 60
-- metal layers --
layer	wire length [µm]	up-vias	global-route usage (%)	part of all wire, %
met2	567	10	4.17	35
met1	954	307	4.20	60
met5	0	-	0	0
met3	34	2	0.606	2.1
li1	-	383	-	-
met4	41	0	0.677	2.6
-- final cells by class --
| cell class | instances | area, µm² | share of cell area [%] |
|---|---|---|---|
| clock buffer | 4 | 45.0 | 4.08 |
| inverter | 2 | 7.51 | 0.680 |
| multi-input combinational | 79 | 487 | 44.1 |
| sequential | 21 | 420 | 38.1 |
| tap | 99 | 124 | 11.2 |
| timing repair buffer | 2 | 20.0 | 1.81 |
Power is estimated from default activity; no workload was simulated.
