==> /design/flow/design.v <==
`timescale 1ns / 1ps
module clk_div_disp(
    input clk,
    input reset,
    output slow_clk
    );
    reg[25:0] COUNT;
    assign slow_clk=COUNT[25];
    always @(posedge clk)
    begin
    if (reset)
        COUNT =0;
    else
        COUNT = COUNT +1;
    end
endmodule
`timescale 1ns / 1ps
module hexto7segment(
    input[3:0] x,
    output reg [6:0] r
    );
    always@(*)
        case (x)
            4'b0000 : r = 7'b0000001;
            4'b0001 : r = 7'b1001111;
            4'b0010 : r = 7'b0010010;
            4'b0011 : r = 7'b0000110;
            4'b0100 : r = 7'b1001100;
            4'b0101 : r = 7'b0100100;
            4'b0110 : r = 7'b0100000;
            4'b0111 : r = 7'b0001111;
            4'b1000 : r = 7'b0000000;
            4'b1001 : r = 7'b0000100;
            4'b1010 : r = 7'b0001000;
            4'b1011 : r = 7'b1100000;
            4'b1100 : r = 7'b0110001;
            4'b1101 : r = 7'b1000010;
            4'b1110 : r = 7'b0110000;
            4'b1111 : r = 7'b0111000;
        endcase
endmodule
`timescale 1ns / 1ps
module time_multiplexing_main(
    input clk,
    input reset,
    input [15:0] sw,
    output [3:0] an,
    output [6:0] sseg
    );
    wire [6:0] in0, in1, in2, in3;
    wire slow_clk;
    hexto7segment c1(.x(sw[3:0]), .r(in0));
    hexto7segment c2(.x(sw[7:4]), .r(in1));
    hexto7segment c3(.x(sw[11:8]), .r(in2));
    hexto7segment c4(.x(sw[15:12]), .r(in3));
    clk_div_disp c5 (.clk(clk), .reset(reset), .slow_clk(slow_clk));
    time_mux_state_machine c6 (
        .clk (slow_clk),
        .reset (reset), 
        .in0 (in0),
        .in1 (in1),
        .in2 (in2),
        .in3 (in3),
        .an (an),
        .sseg (sseg));
endmodule
`timescale 1ns / 1ps
module time_mux_state_machine(
    input clk,
    input reset,
    input [6:0] in0,
    input [6:0] in1,
    input [6:0] in2,
    input [6:0] in3,
    output reg [3:0] an,
    output reg [6:0] sseg
    );
    reg [1:0] state;
    reg [1:0] next_state;
    always @(*) begin
        case(state)
            2'b00 : next_state = 2'b01;
            2'b01 : next_state = 2'b10;
            2'b10 : next_state = 2'b11;
            2'b11 : next_state = 2'b00;
            default : next_state = 2'b00;
         endcase
      end
      always @(*) begin
        case (state)         
            2'b00 : sseg = in0;
            2'b01 : sseg = in1;
            2'b10 : sseg = in2;
            2'b11 : sseg = in3;
            default : sseg = in0;
         endcase
        case (state)
            2'b00 : an = 4'b1110;
            2'b01 : an = 4'b1101;
            2'b10 : an = 4'b1011;
            2'b11 : an = 4'b0111;
            default : an = 4'b1110;
        endcase
      end
      always @(posedge clk or posedge reset) begin
        if(reset)
            state <= 2'b00;
        else
            state <= next_state;
       end
endmodule
==> /design/flow/run.sh <==
#!/bin/bash
# OpenROAD 26Q1-2900-gdf79404cd8, Yosys 0.63+post, stock flow scripts
make -C /OpenROAD-flow-scripts/flow DESIGN_CONFIG=/design/flow/config.mk WORK_HOME=/design/flow/orfs finish
==> /design/flow/config.mk <==
export PLATFORM = sky130hd
export DESIGN_NAME = time_multiplexing_main
export DESIGN_NICKNAME = time_multiplexing_main
export VERILOG_FILES = /design/flow/design.v
export SDC_FILE = /design/flow/constraint.sdc
export NUM_CORES = 4
export LEC_CHECK = 1
export CORE_UTILIZATION = 30
==> /design/flow/constraint.sdc <==
current_design time_multiplexing_main

set clk_period 3.3
set clk_io_pct 0.2

create_clock -name clk0 -period $clk_period [get_ports {clk}]

set non_clock_inputs [all_inputs -no_clocks]
set_input_delay [expr $clk_period * $clk_io_pct] -clock clk0 $non_clock_inputs
set_output_delay [expr $clk_period * $clk_io_pct] -clock clk0 [all_outputs]
==> results.sh <==
# physical design summary
export IMPL_run_status="completed"
export IMPL_unclocked_pins=4
export IMPL_power_switching_uw=183
export IMPL_chip_area_um2=8540
export IMPL_share_of_cells_above_drive_strength_1_pct=19.4
export IMPL_worst_reg2reg_path_depth=4
export IMPL_irDropWorstVdd_v=0.000177
export IMPL_clk_pin_slew_worst_paths_ns=0.08
export IMPL_sw_share_pct=26.7
export IMPL_untimed_endpoints=8
export IMPL_combinationalPowerShare_pct=28.2
export IMPL_timing_worst_slew_pin_value_ns=0.474
export IMPL_crit_path_capture="sseg[3]"
export IMPL_critical_path_endpoint_type="output pin"
export IMPL_io_buffers=28
export IMPL_clock_tree_buffer_depth=2
export IMPL_synthDominantAreaCellType="dfxtp_1"
export IMPL_grt_util_met3_pct=1.84
export IMPL_num_io_pins=29
export IMPL_syn_to_final_growth_pct=26.9
export IMPL_place_hpwl_um=3950
export IMPL_ant_nets=0
export IMPL_max_cap_violations=0
export IMPL_final_cell_mix="buf_4 (32), nor2_1 (27), dfxtp_1 (26), ha_1 (24), a21oi_1 (19)"
export IMPL_layout_cells_most_common="buf_4"
export IMPL_fmax_mhz=310
export IMPL_number_of_distinct_standard_cells_referenced_by_the_synthesized_netlist=52
export IMPL_yosysChipArea_um2=2450
export IMPL_post_route_drc_count=0
export IMPL_dieWidth_um=92.4
export IMPL_grt_util_all_layers_pct=12.6
export IMPL_utilization_pct=39.9
export IMPL_viasPerCell=4.95
export IMPL_gp_congestion=0.858
export IMPL_timing_hold_worst_class="reg2reg"
export IMPL_post_synth_cell_area_avg_um2=8.34
export IMPL_clock_period_minus_worst_slack_ns=3.22
export IMPL_report_final_slew_viol_count=0
export IMPL_drt_pass1_iter_count=4
export IMPL_fp_util_pct=31.4
export IMPL_synth_top_cell_area_share_pct=21.2
export IMPL_global_route_wire_length_before_repair_um=8940
export IMPL_pwr_share_clk_pct=25.3
export IMPL_cts_post_setup_buffers_inserted=0
export IMPL_netlist_area_um2=2450
export IMPL_r2r_start="c5.COUNT[7]"
export IMPL_cp_arrival_ns=2.56
export IMPL_setup_worst_path_start="sw[4]"
export IMPL_cts_hold_buf=0
export IMPL_antenna_diode_count=0
export IMPL_grt_met2_usage_pct=20.0
export IMPL_crit_fanout=5
export IMPL_ff_type="dfxtp_1"
export IMPL_die_height_um=92.4
export IMPL_synth_ff_latch_count=30
export IMPL_enable_flop_cells=0
export IMPL_synth_top_cells_by_area="dfxtp_1 (21%), ha_1 (14%), a21oi_1 (4.3%)"
export IMPL_yosys_warnings=3
export IMPL_cts_made_buffers=3
export IMPL_synth_sequential_area_ratio_pct=25.4
export IMPL_r2r_setup_slack_ns=1.31
export IMPL_setup_viol=0
export IMPL_power_total_uw=686
export IMPL_timing_hold_violations_final=0
export IMPL_root_buffer="clkbuf_8"
export IMPL_synth_async_sr_flop_share_pct=13.3
export IMPL_grt_start_max_net_pins=18
export IMPL_worst_slew_margin_rel_pct=68.1
export IMPL_vias=2192
export IMPL_finClkSkew_ns=0.00162
export IMPL_ys_cells=294
export IMPL_route_detailed_wl_per_inst_um=11.8
export IMPL_global_route_overflow=0
export IMPL_tritoncts="yes"
export IMPL_skew_pair_late_insertion_delay_ns=0.26
export IMPL_pwr_density_cell_nw_per_um2=220
export IMPL_grt_use_met1_pct=19.0
export IMPL_crit_type="in2out"
export IMPL_ctsHtreeMaxLevel=1
export IMPL_min_period_over_period_pct=97.6
export IMPL_first_iter_violations=53
export IMPL_reg2reg_to="c5.COUNT[25]"
export IMPL_critPathRequiredTime_ns=2.64
export IMPL_syn_inst=294
export IMPL_number_of_antenna_violations_at_the_first_check_in_global_routing=0
export IMPL_stage_log_warnings=48
export IMPL_worstSetupStartpointType="primary input"
export IMPL_first_global_vias=2018
export IMPL_grt_busiest_layer="met2"
export IMPL_cell_internal_pwr_uw=503
export IMPL_power_sequential_fraction_pct=46.5
export IMPL_core_region_area_um2=7810
export IMPL_p_leak_uw=0.00133
export IMPL_fp_row_count=32
export IMPL_route_final_wire_length_um=5220
-- logic make-up after synthesis --
logic type               count (synthesis)  synth area share, %
AND/OR/NAND/NOR                        101                 22.6
AND-OR/OR-AND                           68                 17.9
buffers and inverters                   36                 6.48
flip-flops                              30                 25.4
adder cells (fa/ha/maj)                 28                 14.3
multiplexers                            18                 8.78
XOR/XNOR                                13                 4.64
-- power by group through the flow --
stage	clock, uW	combinational (uW)	sequential [uW]
4_1_cts	180	193	319
6_report	174	193	319
5_1_grt	192	215	320
-- critical path, cell delays in order --
cell	delay, ns
dlygate4sd2_1	0.29
inv_1	0.10
ha_1	0.30
inv_1	0.04
mux4_2	0.46
a32oi_1	0.20
nand3_1	0.09
clkdlybuf4s50_1	0.42
-- state kept, by name, summed over array words and instances, names as in the netlist --
signal    flops
c6.state      4
c5.COUNT     26
-- synth_stat cells, types with 3 or more instances --
master	number
nor2_1	27
nor2b_1	7
o31ai_1	4
buf_2	4
nand3_1	12
nand2_1	14
xnor2_1	4
a22oi_1	6
mux2i_1	8
clkbuf_1	8
a21oi_1	21
nand4_1	5
nand2b_1	7
and3_1	3
dfrtp_1	3
o22ai_1	4
a211oi_1	3
dfxtp_1	26
o211ai_1	4
or3_1	8
nor3_1	3
and4_1	4
ha_1	28
mux2_2	8
o21ai_0	12
xor2_1	9
inv_1	20
-- area by class of cell --
type | count | area, um2
clock buffer | 3 | 41.3
fill | 786 | 4700
inverter | 20 | 75.1
multi-input combinational | 228 | 1720
sequential | 30 | 622
tap | 102 | 128
timing repair buffer | 60 | 529
-- routing by layer --
layer | routed length [um] | vias up | share of wire [%]
met2 | 2260 | 49 | 43
met3 | 290 | 7 | 5.6
met4 | 64 | 0 | 1.2
met5 | 0 | - | 0
met1 | 2600 | 988 | 50
li1 | - | 1148 | -
-- through the flow --
stage,instance area [um2],hold WS [ns],TNS [ns],setup slack [ns],std cells
after floorplan,2450,0.426,0,0.911,294
after global placement,3020,0.443,-0.408,-0.124,440
after detailed placement,3020,0.456,-0.520,-0.174,440
after CTS,3080,0.475,0,0.00412,443
after global routing,3110,0.491,-0.00468,-0.00468,443
final,3110,0.470,0,0.0782,443
-- what timing repair did --
action	CTS	global route
setup endpoints to repair	5	7
gates resized	15	12
pin swaps	2	3
-- worst min path at each step --
| stage | startpoint | cells past startpoint | to |
|---|---|---|---|
| 5_1_grt | c5.COUNT[0] | 1 | c5.COUNT[0] |
| 4_1_cts | c5.COUNT[0] | 1 | c5.COUNT[0] |
| 6_report | c5.COUNT[0] | 1 | c5.COUNT[0] |
Power and IR drop assume default switching activity.
